### ./constraint.sdc
current_design axi4_demo

set clk_period 2.0
set clk_io_pct 0.2

create_clock -name clk0 -period $clk_period [get_ports {clk}]

set non_clock_inputs [all_inputs -no_clocks]
set_input_delay [expr $clk_period * $clk_io_pct] -clock clk0 $non_clock_inputs
set_output_delay [expr $clk_period * $clk_io_pct] -clock clk0 [all_outputs]
### ./design.v
module axi4_demo #(parameter  base_addr	= 32'h80000000) (
	input wire             clk    ,
	input wire             rstn   ,
	output wire [31:0]     araddr ,
    output wire [1:0]      arburst,
    output wire [3:0]      arcache,
    output wire [1:0]      arid   ,
	output wire [7:0]      arlen  ,
    output wire            arlock ,
    output wire [2:0]      arprot ,
    output wire [3:0]      arqos  ,
    input wire             arready,
	output wire [2:0]      arsize ,
	output wire [1:0]      aruser ,
	output wire            arvalid,
	output wire [31:0]     awaddr ,
	output wire [1:0]      awburst,
    output wire [3:0]      awcache,
    output wire [1:0]      awid   ,
	output wire            awlock ,
    output wire [7:0]      awlen  ,
    output wire [2:0]      awprot ,
    output wire [3:0]      awqos  ,
    input wire             awready,
	output wire [2:0]      awsize ,
	output wire [1:0]      awuser ,
	output wire            awvalid,
	input wire [1:0]       bid    ,
    output wire            bready ,
	input wire [1:0]       bresp  ,
	input wire [1:0]       buser  ,
	input wire             bvalid ,
	input wire [1:0]       rid    ,
	input wire [31:0]      rdata  ,
    input wire             rlast  ,
	input wire [1:0]       rresp  ,
	output wire            rready ,
	input wire [1:0]       ruser  ,
	input wire             rvalid ,
    output wire [31:0]     wdata  ,
    output wire [1:0]      wid    ,
    output wire            wlast  ,
    input wire             wready ,
	output wire [3:0]      wstrb  ,
	output wire [1:0]      wuser  ,
	output wire            wvalid 
);
    parameter IDLE = 3'b000;
    parameter AW   = 3'b001;
    parameter WD   = 3'b010;
    parameter RESP = 3'b011;
    parameter AR   = 3'b100;
    parameter RD   = 3'b101;
    parameter DONE = 3'b110;
    reg [2:0] state;
    always @ (posedge clk) begin
        if (!rstn)
            state <= IDLE;
        else if (state == IDLE) 
            state <= AW;
        else if ((state == AW) && (awready) && (awvalid))
            state <= WD;
        else if ((state == WD) && (count == 16))
            state <= RESP;
        else if ((state == RESP) && (bready) && (bvalid))
            state <= AR;
        else if ((state == AR) && (arready) && (arvalid))
            state <= RD;
        else if ((state == RD) && (count == 16))
            state <= DONE;
        else 
            state <= state;
    end
    reg [4:0] count;
    always @ (posedge clk) begin
        if (!rstn)
            count <= 5'b0;
        else if (state == AW)
            count <= 5'b0;
        else if ((state == WD) && (wready) && (wvalid)) 
            count <= count + 5'b1;
        else if (state == AR)
            count <= 5'b0;
        else if ((state == RD) && (rready) && (rvalid)) 
            count <= count + 5'b1;
        else
            count <= count;
    end
    assign araddr = base_addr;
    assign arburst = 1;
    assign arcache = 2;
    assign arid = 0;
    assign arlen = 15;
    assign arlock = 0;
    assign arprot = 0;
    assign arqos = 0;
    assign arsize = 2;
    assign aruser = 0;
    assign arvalid = (state == AR);
    assign awaddr = base_addr;
    assign awburst = 1;
    assign awcache = 2;
    assign awid = 0;
    assign awlock = 0;
    assign awlen = 15;
    assign awprot = 0;
    assign awqos = 0;
    assign awsize = 2;
    assign awuser = 0;
    assign awvalid = (state == AW);
    assign bready = bvalid;
    assign rready = rvalid;
    assign wdata = (count << 2) + base_addr;
    assign wlast = (count == 15) && (state == WD);
    assign wstrb = 4'b1111;
    assign wuser = 0;
    assign wvalid = (state == WD);
    assign awid = 0;
endmodule
### ./config.mk
export PLATFORM = sky130hd
export DESIGN_NAME = axi4_demo
export DESIGN_NICKNAME = axi4_demo
export VERILOG_FILES = /design/flow/design.v
export SDC_FILE = /design/flow/constraint.sdc
export NUM_CORES = 4
export LEC_CHECK = 1
export CORE_AREA = 10 10 93 93
export DIE_AREA = 0 0 103 103
### ./run.sh
#!/bin/bash
# OpenROAD 26Q1-2900-gdf79404cd8, Yosys 0.63+post, stock flow scripts
make -C /OpenROAD-flow-scripts/flow DESIGN_CONFIG=/design/flow/config.mk WORK_HOME=/design/flow/orfs finish
==> summary.txt <==
cell row count: 30
synthesized instance count: 223
type of the worst setup path: in2out
Critical Path, Cell by Cell: clkdlybuf4s50_1 > clkdlybuf4s50_1
Ys Warns: 3
final std cells w/o fill: 322
Worst Hold Class: reg2reg
Final period util: 94.2%
Clk pin slew, worst setup/hold paths: 0.05 ns
fin. max-slew vios: 0
Post-synth EDFFs: 0
PD cells: 349 mW/mm^2
DR vias: 946
GRT Total Usage: 5.25%
Avg Vias per Cell: 2.94
worst-path fanout max: 5
Gate Area: 938 sq um
Setup TNS: 0 ns
Top-area cell share: 67.2%
Wirelength per Cell: 11.0 microns
syn avg cell area: 7.96 sq um
Fin. Hold Viols: 0
Critical path origin: bvalid
R2R cell count: 6
die area: 0.0106 sq mm
vias in the first global route: 1035
met3 Use GR: 2.17%
Top cells by area: buf_4 67%, dfxtp_1 12%, ha_1 2.1%
largest net degree at the start of global routing: 10
leakage power: 0.801 nW
FMAX: 0.531 GHz
busiest layer in global routing: met2
core region area: 0.00676 sq mm
first-pass GRT wire length: 4.70 mm
Detailed Route WL: 3.55 mm
Synth Register Bits: 11
crit path capture type: primary output
initial DRC count: 17
CTS tree: yes
dpl hpwl: 3.15 mm
post-route minimum period: 1.88 ns
VDD IR max: 0.237 mV
final setup vio count: 0
CP Launch Type: input pin
post-route cell area: 0.00151 sq mm
gpl congestion: 0.818
port bufs: 17
status: complete, no violations
Top-Level Pins: 220
drt drc: 0
first drt pass iteration count: 4
Clock Path Buffers: 2
most common cell in the netlist: buf_4
Max Cap Viol: 0
share of layout cells above drive strength 1: 6.20%
FF-to-FF End: state[5]
tool warnings: 71
die y size: 103 microns
Diodes inserted: 0
clk latency late pin: 0.24 ns
WHS Path Cells: 1
CP most frequent cell: clkdlybuf4s50_1
total CTS buffers: 3
synthesis area per yosys: 0.00178 sq mm
slowest CP cell: clkdlybuf4s50_1
Synth top cells by count: 159 x buf_4, 11 x dfxtp_1, 7 x a21oi_1, 6 x inv_1, 6 x nand2_1
clock root buffer: clkbuf_8
Inst Count DP: 316
cell area after placement: 0.00143 sq mm
distinct lib cells: 32
buffers and inverters on the worst path: 2
met2 GRT Util: 9.51%
CP arrival: 1.48 ns
synthesized area: 0.00178 sq mm
Crit path max-delay family: buffers and inverters
yosys cell count: 223
WHS: 0.443 ns
initial antenna violation count: 0
FILL cells: 721
Levels on crit path: 2
Worst Skew: 0.00347 ns
Synth-to-Final Area Change: -14.7%
Most common reg cell: dfxtp_1
Sinks on Clock Net: 11
grt met1 use: 5.88%
register area: 223 sq um
# hold bufs at CTS: 0
Die X-Extent: 103 microns
R2R setup slack: 0.47 ns
register area share after synthesis: 12.4%
CP Data Required Time: 1.60 ns
RSZ-0062 raised after global routing: false
largest stage delay on the critical path: 0.56 ns
worst r2r src: count[0]
post-route antenna net violation count: 0
CTS H-tree depth: 1
fp util: 26.3%
grt total ovfl: 0
CP Capture Point: bready
asr flop ratio synth: 0%
Yosys top cell by area: buf_4
-- sequential cells by signal (all words and copies together) (netlist names) --
signal and count:
count 5, state 6
-- how the worst min path moves through the flow --
stage,slack [ns],start,to
CTS,0.45,state[0],state[4]
finish,0.44,state[0],state[4]
global route,0.49,state[0],state[4]
-- layer usage --
metal	part of all wire [%]	vias up	wire length [microns]
li1	-	431	-
met1	39	407	1370
met2	48	108	1700
met3	14	0	484
met4	0	0	0
met5	0	-	0
-- cells in the final DEF (no fill, tap or decap), drive strengths merged --
cell and n:
and4bb 1, a22oi 1, a21bo 2, xnor2 1, nor2 2, nand3b 1, nand3 1, a22o 1
clkinv 1, clkdlybuf4s50 16, a221oi 2, or3 2, dfxtp 11, inv 6, nand2 6, or3b 1
a21o 1, or2b 1, nor2b 1, ha 3, dlygate4sd2 1, buf 2, a21boi 1, and3 1
nand4bb 1, o21ai 3, a32oi 1, clkbuf 3, nand2b 1, and2 1, o211ai 1, a32o 1
conb 157, a21oi 7
-- power breakdown --
group	switching, mW	internal (mW)
Combinational	0.0389	0.0318
Sequential	0.00762	0.225
Clock	0.0874	0.137
Total	0.134	0.394
-- timing repair --
| action | 4_1_cts | 5_1_grt |
|---|---|---|
| setup endpoints to repair | 1 | 0 |
| buffers inserted | 2 | 0 |
| gates resized | 6 | 0 |
-- cells by family (layout without fill, tap and decap cells) --
kind of cell	Yosys count	after routing	share of synthesized area, %
flip-flops	11	11	12.4
other	2	157	0.423
AND/OR/NAND/NOR	20	20	6.84
adder cells (fa/ha/maj)	3	3	2.11
AND-OR/OR-AND	21	21	9.23
buffers and inverters	165	29	68.5
XOR/XNOR	1	1	0.493
-- per-stage QoR --
stage | total power, mW | util, % | setup slack [ns]
after global routing | 0.561 | 22.4 | 0.0850
after global placement | 0.316 | 21.2 | 0.110
after detailed placement | 0.314 | 21.2 | 0.108
after CTS | 0.540 | 22.4 | 0.108
final | 0.528 | 22.4 | 0.117
after floorplan | 0.472 | - | 0.530
-- final cells by class --
type	count	share of cell area, %
clock buffer	3	2.73
clock inverter	1	0.331
inverter	6	1.49
multi-input combinational	202	62.0
sequential	11	14.7
tap	80	6.61
timing repair buffer	19	12.1
Power and IR drop assume default switching activity.
